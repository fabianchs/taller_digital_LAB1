File: run.sh
#!/bin/bash
# OpenROAD 26Q1-2900-gdf79404cd8, Yosys 0.63+post, stock flow scripts
make -C /OpenROAD-flow-scripts/flow DESIGN_CONFIG=/design/flow/config.mk WORK_HOME=/design/flow/orfs finish
File: design.v
module full_adder_extended(A,B,Cin,Cout,S
    );
    input[7:0] A,B;
    input Cin;
    output Cout;
    output reg [7:0]S;
    wire w0,w1,w2,w3,w4,w5,w6;
     full_adder_single S0(.A(A[0]),.B(B[0]), .Cin(Cin),.S(S[0]), .Cout(w0));
     full_adder_single S1(.A(A[1]),.B(B[1]), .Cin(w0),.S(S[1]), .Cout(w1));
     full_adder_single S3(.A(A[2]),.B(B[2]), .Cin(w1),.S(S[2]), .Cout(w2));
     full_adder_single S4(.A(A[3]),.B(B[3]), .Cin(w2),.S(S[3]), .Cout(w3));
     full_adder_single S5(.A(A[4]),.B(B[4]), .Cin(w3),.S(S[4]), .Cout(w4));
     full_adder_single S6(.A(A[5]),.B(B[5]), .Cin(w4),.S(S[5]), .Cout(w5));
     full_adder_single S7(.A(A[6]),.B(B[5]), .Cin(w5),.S(S[6]), .Cout(w6));
     full_adder_single S8(.A(A[7]),.B(B[7]), .Cin(w5),.S(S[7]), .Cout(Cout));
endmodule
`timescale 1ns / 1ps
module full_adder_mega_extended(A,B,Cin,Cout,S
    );
    input[63:0] A,B;
    input Cin;
    output Cout;
    output reg [63:0]S;
    wire w0,w1,w2,w3,w4,w5,w6;
     full_adder_extended SE0(.A(A[7:0]),.B(B[7:0]), .Cin(Cin),.S(S[7:0]), .Cout(w0));
     full_adder_extended SE1(.A(A[15:8]),.B(B[15:8]), .Cin(w0),.S(S[15:8]), .Cout(w1));
     full_adder_extended SE3(.A(A[23:16]),.B(B[23:16]), .Cin(w1),.S(S[23:16]), .Cout(w2));
     full_adder_extended SE4(.A(A[31:24]),.B(B[31:24]), .Cin(w2),.S(S[31:24]), .Cout(w3));
     full_adder_extended SE5(.A(A[39:32]),.B(B[39:32]), .Cin(w3),.S(S[39:32]), .Cout(w4));
     full_adder_extended SE6(.A(A[47:40]),.B(B[47:40]), .Cin(w4),.S(S[47:40]), .Cout(w5));
     full_adder_extended SE7(.A(A[55:48]),.B(B[55:48]), .Cin(w5),.S(S[55:48]), .Cout(w6));
     full_adder_extended SE8(.A(A[63:56]),.B(B[63:56]), .Cin(w5),.S(S[63:56]), .Cout(Cout));
endmodule
`timescale 1ns / 1ps
module full_adder_single(A,B,Cin,S,Cout
    );
    input logic A,B,Cin;
    output reg S, Cout;
    wire a1, a2, a3;    
    xor u1(a1,A,B);
    and u2(a2,A,B);
    and u3(a3,a1,Cin);
    or u4(Cout,a2,a3);
    xor u5(S,a1,Cin); 
endmodule
File: config.mk
export PLATFORM = sky130hd
export DESIGN_NAME = full_adder_mega_extended
export DESIGN_NICKNAME = full_adder_mega_extended
export VERILOG_FILES = /design/flow/design.v
export SDC_FILE = /design/flow/constraint.sdc
export NUM_CORES = 4
export LEC_CHECK = 1
export CORE_UTILIZATION = 30
File: constraint.sdc
current_design full_adder_mega_extended

set clk_period 38.8
set clk_io_pct 0.2

create_clock -name clk0 -period $clk_period

set non_clock_inputs [all_inputs -no_clocks]
set_input_delay [expr $clk_period * $clk_io_pct] -clock clk0 $non_clock_inputs
set_output_delay [expr $clk_period * $clk_io_pct] -clock clk0 [all_outputs]
==> qor.csv <==
metric,value,unit
status,finished clean,
Log Warnings,40,
post-route ant nets,0,
FF+latch area,0,um2
yosys simple share,0,
most frequent cells in the layout,"clkdlybuf4s50_1 (186), inv_1 (64), fa_1 (55)",
MI comb area,1308,um2
yosys adder share,0.5429,
Fmax,0.02952,GHz
FILL cells,578,
Via-to-Cell Ratio,3.880,
ant diodes,0,
sequential cells,0,
Cell Type Count,5,
GRT overflow,0,
drt pass-1 iters,20,
area delta synth->final,72.86,%
sequential fraction of the synthesis area,0,
Clk pwr share,0,
CP startpoint,A[0],
CP dominant cell by count,fa_1,
Worst Path Required,31.04,ns
Max Cap Viol,0,
largest net degree at the start of global routing,3,
post-route cell area,3506,um2
die span in x,84.23,um
Critical Path Start Type,input port,
DR iter-0 viols,32,
Crit path depth,69,
initial antenna violation count,0,
Gate Count Post-Synth,192,
Flop pwr share,0,
Post-CTS Setup Repair Bufs,0,
RSZ-0062 raised after global routing,no,
CORE AREA,6422,um2
critical path endpoint category,output port,
PostCTS Resize Cnt,0,
dpl cells,391,
endpoints failing setup,0,
yosys cell count,192,
P_int,42.07,uW
share of cells above drive strength 1,0,
drt total wl,4.841,mm
pwr/cell area,15.96,nW/um2
Comb pwr share,1.000,
synthesized area,2028,um2
Slew headroom,0.9067,
minimum clock period,33.88,ns
DRC viols,0,
I/O pin total,194,
xor and xnor area share after synthesis,0.1018,
Finished Layout Cells,391,
Die Y,84.23,um
yosys warns,0,
RD Place Congestion,0.7424,
syn_area_per_cell,10.56,um2
most frequent logic cell in the layout,clkdlybuf4s50_1,
CP max stage cell,clkdlybuf4s50_1,
Top delay family on crit path,adder cells,
Slew @ Worst Pin,0.1396,ns
# port buffers,186,
first-pass GRT wire length,8.031,mm
Total Routing Usage GR,0.1524,
setup TNS,0,ns
peak supply drop,0.007469,mV
multiplexer share of the synthesized area,0,
Worst Path Arrival,26.12,ns
Worst path max stage delay,0.47,ns
Dominant comb cell,adder cells,
hpwl dp,4.740,mm
layout clock buffer count,0,
Crit Path Max Fanout,2,
num rows,29,
switch share,0.2479,
Max Slew Vio Count,0,
leak pwr,0.001609,uW
Yosys Chip Area,2028,um2
Net Switching,13.87,uW
final number of hold-violating endpoints,0,
hold-fix buffers at CTS,0,
Starting Density,0.3158,
Buf/Inv on CP,20,
CP Class,in -> out,
fin crit share,0.8731,
die area,7094,um2
routed vias,1517,
Complex Gates by Area,0,
HP Class,in -> out,
Routed WL per cell,12.38,um
vias in the first global route,1616,
Total Power,55.94,uW
"Cell Area, Placed",3506,um2
Worst Setup EP,S[63],
[worst min-delay path by stage]
stage	startpoint	to	cells after the start
CTS	A[6]	S[6]	3
global route	A[6]	S[6]	3
finish	A[6]	S[6]	3
[synth_stat cells (all sizes together)]
cell,count,area share
xnor3,6,0.067
xor3,3,0.035
fa,55,0.54
buf,64,0.24
inv,64,0.12
[cell type report]
class                      instances  area share
tap                               77     0.02748
timing repair buffer             186      0.5311
multi-input combinational         64      0.3729
inverter                          64     0.06852
[cell families (layout without fill, tap and decap cells)]
logic type  count (synthesis)  after routing
xor+xnor                    9              9
fa+ha+maj                  55             55
buf+inv                   128            250
[power groups by stage]
stage	clock network, uW	registers, uW	logic, uW
CTS	0	0	57.8
global route	0	0	62.8
finish	0	0	55.9
[through the flow]
stage               setup WS, ns    util  hold slack [ns]
floorplan                  6.457       -            15.71
global placement           4.730  0.5459            16.51
detailed placement         4.729  0.5459            16.51
CTS                        4.688  0.5459            16.51
global route               4.015  0.5459            16.55
finish                     4.925  0.5459            16.51
[routing by layer]
layer / track usage / up-vias / part of all wire
li1: - / 701 / -
met2: 0.2578 / 117 / 0.48
met3: 0.06474 / 4 / 0.22
met1: 0.1966 / 695 / 0.28
met4: 0.01254 / 0 / 0.010
met5: 0 / - / 0
No activity file was given, so power comes from the tool's default toggle rates.
