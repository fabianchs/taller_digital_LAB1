$ cat ./design.v
`timescale 1ns / 1ps
module btn_switch(CLK, b0,b1,b2,b3,sw_0,sw_1,sw_2, sw_3, sw_4, sw_5, sw_6, sw_7, sw_8, sw_9, sw_10, sw_11, sw_12, sw_13, sw_14, sw_15,led_0,led_1,led_2,led_3,led_4, led_5, led_6, led_7, led_8, led_9, led_10, led_11, led_12, led_13, led_14, led_15);
    input  b0, b1, b2, b3, CLK;
    input sw_0,sw_1,sw_2, sw_3, sw_4, sw_5, sw_6, sw_7, sw_8, sw_9, sw_10, sw_11, sw_12, sw_13, sw_14, sw_15;
    output logic led_0, led_1, led_2, led_3, led_4, led_5, led_6, led_7, led_8, led_9, led_10, led_11, led_12, led_13, led_14, led_15;
     wire w0;
     assign wo=0;
    always @(posedge CLK)
        if (b0==1) begin 
            led_0=0;
            led_1=0;
            led_2=0;
            led_3=0;
        end else if (b0==0) begin
            led_0=sw_0;
            led_1=sw_1;
            led_2=sw_2;
            led_3=sw_3;
        end
    always @(posedge CLK)
        if (b1==1) begin 
            led_4<=0;
            led_5=0;
            led_6=0;
            led_7=0;
        end else if (b1==0) begin
            led_4=sw_4;
            led_5=sw_5;
            led_6=sw_6;
            led_7=sw_7;
        end
    always @(posedge CLK)   
        if (b2==1) begin 
            led_8=0;
            led_9=0;
            led_10=0;
            led_11=0;
        end else if (b2==0) begin
            led_8=sw_8;
            led_9=sw_9;
            led_10=sw_10;
            led_11=sw_11;
        end
    always @(posedge CLK)
        if (b3==1) begin 
            led_12=0;
            led_13=0;
            led_14=0;
            led_15=0;
        end else if (b3==0) begin
            led_12=sw_12;
            led_13=sw_13;
            led_14=sw_14;
            led_15=sw_15;
        end
endmodule
$ cat ./run.sh
#!/bin/bash
# OpenROAD 26Q1-2900-gdf79404cd8, Yosys 0.63+post, stock flow scripts
make -C /OpenROAD-flow-scripts/flow DESIGN_CONFIG=/design/flow/config.mk WORK_HOME=/design/flow/orfs finish
$ cat ./config.mk
export PLATFORM = sky130hd
export DESIGN_NAME = btn_switch
export DESIGN_NICKNAME = btn_switch
export VERILOG_FILES = /design/flow/design.v
export SDC_FILE = /design/flow/constraint.sdc
export NUM_CORES = 4
export LEC_CHECK = 1
export CORE_AREA = 10 10 75 75
export DIE_AREA = 0 0 85 85
$ cat ./constraint.sdc
current_design btn_switch

set clk_period 1.0
set clk_io_pct 0.2

create_clock -name clk0 -period $clk_period [get_ports {CLK}]

set non_clock_inputs [all_inputs -no_clocks]
set_input_delay [expr $clk_period * $clk_io_pct] -clock clk0 $non_clock_inputs
set_output_delay [expr $clk_period * $clk_io_pct] -clock clk0 [all_outputs]
==> out/results.ini <==
[grt]
grt_pass1_vias=396
grt_overflow=0
grt_pass1_wl_mm=1.890
grt_use_total_pct=3.072
antenna_found_initial=0
grt_max_degree=10

[route]
routedLengthMet1_um=458
vias=356
wl_met2_um=578
route.met3.wl_um=154
via_per_inst=2.918
ant_nets=0
drt_iter0_drc=7
drtPass1Iterations=2
antenna_cells=0
highest_layer=met4
drt-total-wl_mm=1.240
drcViolationCount=0
routedWlPerCell_um=10.16

[timing]
final.setup.tns_ns=0
finalHoldViolCount=0
max_freq_ghz=1.034
drv_slew=0
setup-violations-final=0
rsz0062_at_grt=no
period_needed_ns=0.9674
relSlewSlack_pct=90.00
tightest_slew_ns=0.1495
min_period_over_period_pct=96.74

[die]
pin_count=37
fp.dieW_um=85
die_h_um=85
initCoreUtil_pct=10.36
rows=23
core-area_um2=4058
die_area_um2=7225

[hold_path]
hold_end=led_11$_SDFF_PP0_
whs_path_depth=2
hold_class=primary input to flip-flop
hp-start=sw_11

[finish]
area_growth_pct=114.0
fill_cells=419
final_common_cell=clkdlybuf4s50_1
seqCellArea_um2=326.6
combGateArea_um2=100.1
most-common-layout-cells=clkdlybuf4s50_1, nor2b_1, clkdlybuf4s15_1
fin_util_pct=22.17
drive_gt1_share_pct=12.50

[cts]
cts_buffers=3
path_clk_slew_ns=0.06
tritoncts=built
clockBufferDepth=2
htreeDepth=1
root_buffer=clkbuf_8
cts_sinks=16
cts_hold_buf=0

[synthesis]
synth_cell_types=2
ys_area_um2=420.4
synth_cells=32
ys_cells=32
yosys_warnings=2
ys_seq_share_pct=76.19
ys.flops=16
synth_area_um2=420.4
avgSynthCellArea_um2=13.14

[critical_path]
path_buffers=1
criticalPathCategory=flip-flop to primary output
start_kind=flip-flop
worstPathRequired_ns=0.80
slowest_stage=dfxtp_1
end_kind=primary output
path_cells=dlygate4sd2_1
crit_arrival_ns=0.77
crit_fanout=1
crit_family=flip-flops
cpPeakStageDelay_ns=0.29

[job]
tool_warnings=25
max_cap_viol_count=0

[power]
power.density_nw_per_um2=1541
p_leak_nw=0.3584
vdd_drop_max_mv=0.2637

[placed_design]
io_buffers=36
finalWeightedCongestion=0.8100

[outcome]
status=finished clean

per-stage QoR:
stage               power (mW)  hold WS [ns]  instances  area [um^2]  worst slack (ns)
floorplan               0.7056        0.2716         32        420.4            0.5385
global placement        0.8596        0.7631        118        843.3           0.04274
detailed placement      0.8618        0.7611        118        843.3           0.03387
CTS                      1.415        0.4879        122        882.1          0.005479
global route             1.452        0.5026        122        899.6          0.003579
finish                   1.386        0.4958        122        899.6           0.03263
what timing repair did:
| action | 4_1_cts | 5_1_grt |
|---|---|---|
| setup buffers | 0 | 0 |
| setup endpoints to repair | 16 | 11 |
| gates resized | 19 | 14 |
| endpoints found under the hold margin | 0 | 0 |
cell type report:
type / count / area share, %
clock buffers: 4 / 6.120
flip-flops and latches: 16 / 36.30
well taps: 50 / 6.954
repair buffers: 36 / 39.50
multi-input cells: 16 / 11.13
cells in the mapped netlist:
master / instances / share of area [%]
nor2b_1: 16 / 24
dfxtp_1: 16 / 76
state kept, by name, indices dropped and copies added (netlist names):
register,count
led_0,1
led_1,1
led_10,1
led_11,1
led_12,1
led_13,1
led_14,1
led_15,1
led_2,1
led_3,1
led_4,1
led_5,1
led_6,1
led_7,1
led_8,1
led_9,1
worst max path at each step:
stage	slack (ns)	to	startpoint	cells after the start
final	0.03	led_8	led_8$_SDFF_PP0_	1
after CTS	0.005	led_11	led_11$_SDFF_PP0_	1
after global routing	0.004	led_10	led_10$_SDFF_PP0_	1
cells by family after synthesis:
logic type       after synthesis  synth area share (%)
AND/OR/NAND/NOR               16                 23.81
flip-flops                    16                 76.19
per-layer routing:
metal  up-vias  GRT usage [%]
met2        22          5.381
met3         4          1.445
met1       155          2.950
li1        175              -
met4         0          1.497
met5         -              0
power breakdown:
group / internal, mW / switching, mW
Clock: 0.349 / 0.210
Sequential: 0.674 / 0.00781
Combinational: 0.119 / 0.0267
Total: 1.14 / 0.245
No activity file was given, so power comes from the tool's default toggle rates.
